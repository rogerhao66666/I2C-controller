==> ./design.v <==
module i2c_controller
#(
	parameter ADDR_BW = 7,
	parameter DATA_BW = 8,
	parameter CLK_PER_HALF_BIT = 2
)
(
	input i_clk,
	input i_rstn,
	input i_enable,
	input i_tx_rw,
	input [ADDR_BW-1:0] i_tx_addr,
	input [DATA_BW-1:0] i_tx_data,
	output o_tx_ready,
	output [DATA_BW-1:0] o_rx_data,
	output i2c_scl,
	inout i2c_sda
);
localparam CNT_BW = $clog2(DATA_BW);
localparam S_IDLE = 0;
localparam S_START = 1;
localparam S_ADDRESS = 2;
localparam S_ADDR_ACK = 3;
localparam S_WRITE_DATA = 4;
localparam S_READ_DATA = 5;
localparam S_LOAD_ACK = 6;
localparam S_SEND_ACK = 7;
localparam S_END = 8;
reg [8:0] state;
wire clk, rstn, enable, tx_ready;
wire tx_rw;
wire [ADDR_BW-1:0] tx_addr;
wire [DATA_BW-1:0] tx_data;
wire sda_in;
reg [$clog2(CLK_PER_HALF_BIT*2)-1:0] i2c_clk_cnt;
reg i2c_clk;
reg i2c_clk_p_edge, i2c_clk_n_edge;
reg i2c_scl_enable;
reg [CNT_BW-1:0] sft_cnt;
reg [DATA_BW-1:0] data_mem;
reg [(ADDR_BW+1)-1:0] addr_mem;
reg sda_out;
reg sda_en;
assign clk = i_clk;
assign rstn = i_rstn;
assign enable = i_enable;
assign tx_rw = i_tx_rw;
assign tx_addr = i_tx_addr;
assign tx_data = i_tx_data;
assign o_rx_data = data_mem;
assign o_tx_ready = tx_ready;
assign tx_ready = (state[S_IDLE] && rstn) ? 1'b1 : 1'b0;
assign i2c_scl = (~i2c_scl_enable) ? 1'b1 : i2c_clk;
io_pad u_i2c_io_pad
(
	.tx_data(sda_out),
	.tx_en(sda_en),
	.rx_data(sda_in),
	.pad_data(i2c_sda)
);
always @(posedge clk or negedge rstn) begin
	if (~rstn) begin
		i2c_clk_cnt <= 0;
		i2c_clk <= 1'b0;
		i2c_clk_p_edge <= 1'b0;
		i2c_clk_n_edge <= 1'b0;
	end
	else begin
		i2c_clk_p_edge <= 1'b0;
		i2c_clk_n_edge <= 1'b0;
		if (i2c_clk_cnt == CLK_PER_HALF_BIT*2-1) begin
			i2c_clk_n_edge <= 1'b1;
			i2c_clk_cnt <= 0;
			i2c_clk <= ~i2c_clk;
		end
		else if (i2c_clk_cnt == CLK_PER_HALF_BIT-1) begin
			i2c_clk_p_edge <= 1'b1;
			i2c_clk_cnt <= i2c_clk_cnt + 1'b1;
			i2c_clk <= ~i2c_clk;
		end
		else begin
			i2c_clk_cnt <= i2c_clk_cnt + 1'b1;
		end
	end
end
always @(posedge clk or negedge rstn) begin
	if (~rstn) begin
		state <= 9'b0;
		state[S_IDLE] <= 1'b1;
		addr_mem <= {(ADDR_BW+1){1'b0}};
		data_mem <= {DATA_BW{1'b0}};
		sda_out <= 1'b1;
		sft_cnt <= 0;
		i2c_scl_enable <= 1'b0;
		sda_en <= 1'b1;
	end
	else begin
		state <= 9'b0;
		case(1'b1)
			state[S_IDLE]: begin
				if (i2c_clk_p_edge) begin
					if (enable) begin
						state[S_START] <= 1'b1;
						addr_mem <= {tx_addr, tx_rw};
						data_mem <= tx_data;
					end
					else begin
						state[S_IDLE] <= 1'b1;
					end
				end
				else begin
					state[S_IDLE] <= 1'b1;
				end
			end
			state[S_START]: begin
				if (i2c_clk_p_edge) begin
					sda_out <= 1'b0;
					state[S_ADDRESS] <= 1'b1;
					sft_cnt <= DATA_BW-1;
				end
				else begin
					state[S_START] <= 1'b1;
				end
				if (i2c_clk_n_edge) begin
					i2c_scl_enable <= 1'b0;
					sda_en <= 1'b1;
				end
			end
			state[S_ADDRESS]: begin
				if (i2c_clk_p_edge) begin
					if (sft_cnt == 0) begin
						state[S_ADDR_ACK] <= 1'b1;
					end
					else begin
						sft_cnt <= sft_cnt - 1'b1;
						state[S_ADDRESS] <= 1'b1;
					end
				end
				else begin
					state[S_ADDRESS] <= 1'b1;
				end
				if (i2c_clk_n_edge) begin
					sda_out <= addr_mem[sft_cnt];
					i2c_scl_enable <= 1'b1;
				end
			end
			state[S_ADDR_ACK]: begin
				if (i2c_clk_p_edge) begin
					if (sda_in == 1'b0) begin
						sft_cnt <= DATA_BW-1;
						if (addr_mem[0] == 1'b0) begin
							state[S_WRITE_DATA] <= 1'b1;
						end
						else begin
							state[S_READ_DATA] <= 1'b1;
						end
					end
					else begin
						state[S_END] <= 1'b1;
					end
				end
				else begin
					state[S_ADDR_ACK] <= 1'b1;
				end
				if (i2c_clk_n_edge) begin
					sda_en <= 1'b0;
					i2c_scl_enable <= 1'b1;
				end
			end
			state[S_WRITE_DATA]: begin
				if (i2c_clk_p_edge) begin
					if (sft_cnt == 0) begin
						state[S_LOAD_ACK] <= 1'b1;
					end
					else begin
						sft_cnt <= sft_cnt - 1'b1;
						state[S_WRITE_DATA] <= 1'b1;
					end
				end
				else begin
					state[S_WRITE_DATA] <= 1'b1;
				end
				if (i2c_clk_n_edge) begin
					sda_out <= data_mem[sft_cnt];
					sda_en <= 1'b1;
					i2c_scl_enable <= 1'b1;
				end
			end
			state[S_READ_DATA]: begin
				if (i2c_clk_p_edge) begin
					data_mem[sft_cnt] <= sda_in;
					if (sft_cnt == 0) begin
						state[S_SEND_ACK] <= 1'b1;
					end
					else begin
						sft_cnt <= sft_cnt - 1'b1;
						state[S_READ_DATA] <= 1'b1;
					end
				end
				else begin
					state[S_READ_DATA] <= 1'b1;
				end
				if (i2c_clk_n_edge) begin
					sda_en <= 1'b0;
					i2c_scl_enable <= 1'b1;
				end
			end
			state[S_LOAD_ACK]: begin
				if (i2c_clk_p_edge) begin
					if (sda_in == 1'b0 && enable == 1'b1) begin
						state[S_IDLE] <= 1'b1;
					end
					else begin
						state[S_END] <= 1'b1;
					end
				end
				else begin
					state[S_LOAD_ACK] <= 1'b1;
				end
				if (i2c_clk_n_edge) begin
					sda_en <= 1'b0;
					i2c_scl_enable <= 1'b1;
				end
			end
			state[S_SEND_ACK]: begin
				if (i2c_clk_p_edge) begin
					state[S_END] <= 1'b1;
				end
				else begin
					state[S_SEND_ACK] <= 1'b1;
				end
				if (i2c_clk_n_edge) begin
					sda_out <= 1'b0;
					sda_en <= 1'b1;
					i2c_scl_enable <= 1'b1;
				end
			end
			state[S_END]: begin
				if (i2c_clk_p_edge) begin
					state[S_IDLE] <= 1'b1;
				end
				else begin
					state[S_END] <= 1'b1;
				end
				if (i2c_clk_n_edge) begin
					sda_out <= 1'b1;
					sda_en <= 1'b1;
					i2c_scl_enable <= 1'b0;
				end
			end
			default: begin
				sda_out <= 1'b1;
				data_mem <= {DATA_BW{1'b0}};
				addr_mem <= {(ADDR_BW+1){1'b0}};
				state <= 9'b0;
				state[S_IDLE] <= 1'b1;
				sft_cnt <= 0;
				i2c_scl_enable <= 1'b0;
				sda_en <= 1'b1;
			end
		endcase
	end
end
endmodule
module io_pad
(
	input tx_data,
	input tx_en,
	input rx_data,
	inout pad_data
);
assign pad_data = tx_en ? tx_data : 1'bz;
assign rx_data = pad_data;
endmodule
==> ./run.sh <==
#!/bin/bash
# OpenROAD 26Q1-2900-gdf79404cd8, Yosys 0.63+post, stock flow scripts
make -C /OpenROAD-flow-scripts/flow DESIGN_CONFIG=/design/flow/config.mk WORK_HOME=/design/flow/orfs finish
==> ./config.mk <==
export PLATFORM = sky130hd
export DESIGN_NAME = i2c_controller
export DESIGN_NICKNAME = i2c_controller
export VERILOG_FILES = /design/flow/design.v
export SDC_FILE = /design/flow/constraint.sdc
export NUM_CORES = 4
export LEC_CHECK = 1
export CORE_UTILIZATION = 30
==> ./constraint.sdc <==
current_design i2c_controller

set clk_period 4.1
set clk_io_pct 0.2

create_clock -name clk0 -period $clk_period [get_ports {i_clk}]

set non_clock_inputs [all_inputs -no_clocks]
set_input_delay [expr $clk_period * $clk_io_pct] -clock clk0 $non_clock_inputs
set_output_delay [expr $clk_period * $clk_io_pct] -clock clk0 [all_outputs]
==> impl_metrics.tcl <==
# collected from the flow reports
set metrics [dict create \
    ys.flops 35 \
    io_buffer_count 28 \
    fp-utilization_pct 31.6 \
    syn_inst 237 \
    gp_congestion 0.875 \
    yosys_area_sq_mm 0.00218 \
    postSynthSeqShare_pct 40.3 \
    async_reset_ff_share_pct 100 \
    yosys_cells 237 \
    outcome "did not finish" \
    topCellsByArea "dfrtp_1, ha_1, nand2_1, inv_1, o2bb2ai_1" \
    ctsHoldBuffers 0 \
    die_height_um 87.3 \
    place_ws_ns 1.68 \
    avgSynthCellArea_sq_um 9.20 \
    placedCellCount 347 \
    post-cts-setup-buffer-count 0 \
    cts_root_buffer "clkbuf_8" \
    die_x_um 87.3 \
    place_hpwl_mm 3.54 \
    yosys_warnings 2 \
    post_cts_resized 0 \
    top_cell_area_share_pct 37.9 \
    haltStage "4_1_cts" \
    synth_cell_types 49 \
    cts_made_buffers 5 \
    synth_area_leader_cell "dfrtp_1" \
    flop_cell "dfrtp_1" \
    num_io_pins 30 \
    std_cell_rows 30 \
    synthesis.area_sq_mm 0.00218 \
    error_line "[error] [KeplerFormal.cpp:679] Workflow failed: Iso has multiple drivers: .i2c_sda0, i2c_sda$_DFFE_PN1P_.Q0" \
    cts.path.max_buffers 2 \
    clock_sinks 35 \
    htreeDepth 2 \
    synth-edff-count 0 \
]
Yosys cell counts (3+ instances only):
master,n
o31a_1,3
nor3_1,9
ha_1,8
inv_1,20
mux4_2,3
a21oi_1,12
a32oi_1,4
nor4b_1,3
o21ai_0,13
nor2_1,14
nand2_1,21
or4_1,3
nor2b_1,7
a31oi_1,5
o31ai_1,8
o2bb2ai_1,8
o32ai_1,4
nand2b_1,6
clkbuf_1,13
dfrtp_1,33
per-stage QoR:
step | area, sq um | util, % | hold slack (ns)
detailed placement | 2530 | 36.6 | 0.453
global placement | 2530 | 36.6 | 0.443
floorplan | 2180 | - | 0.430
cell families after synthesis:
family                   synth area share, %
buffers and inverters                   6.25
adder cells (fa/ha/maj)                 4.59
multiplexers                            4.02
AND-OR/OR-AND                           24.9
AND/OR/NAND/NOR                         19.6
XOR/XNOR                               0.402
flip-flops                              40.3
